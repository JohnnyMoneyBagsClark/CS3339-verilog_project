## flow/config.mk

```make
export PLATFORM = sky130hd
export DESIGN_NAME = shifter
export DESIGN_NICKNAME = shifter
export VERILOG_FILES = /design/flow/design.v
export SDC_FILE = /design/flow/constraint.sdc
export NUM_CORES = 4
export LEC_CHECK = 1
export CORE_AREA = 10 10 70 70
export DIE_AREA = 0 0 80 80
```

## flow/constraint.sdc

```tcl
current_design shifter

set clk_period 1.0
set clk_io_pct 0.2

create_clock -name clk0 -period $clk_period

set non_clock_inputs [all_inputs -no_clocks]
set_input_delay [expr $clk_period * $clk_io_pct] -clock clk0 $non_clock_inputs
set_output_delay [expr $clk_period * $clk_io_pct] -clock clk0 [all_outputs]
```

## flow/design.v

```verilog
module shifter (
    input wire [3:0] a,
    input wire [1:0] shift,
    output wire [3:0] left_shift,
    output wire [3:0] right_shift
);
    assign left_shift = a << shift;
    assign right_shift = a >> shift;
endmodule
```

## flow/run.sh

```bash
#!/bin/bash
# OpenROAD 26Q1-2900-gdf79404cd8, Yosys 0.63+post, stock flow scripts
make -C /OpenROAD-flow-scripts/flow DESIGN_CONFIG=/design/flow/config.mk WORK_HOME=/design/flow/orfs finish
```

==> impl_metrics.tcl <==
# metrics dict for downstream scripts
set metrics [dict create \
    run_status "finished clean" \
    postSynthSeqShare 0 \
    coreArea_um2 3420 \
    final_core_utilization 0.103 \
    drive_above_1_share 0.706 \
    aoi_share 0.118 \
    largest_area_cell "mux2i_1" \
    slew_violations 0 \
    chip_area_um2 6400 \
    hold_violations 0 \
    openroad.warnings 34 \
    ant_nets 0 \
    final.min_clock_period_ns 0.986 \
    share_comb_of_total_power 1.000 \
    pwr-share-seq 0 \
    leakage_nw 0.156 \
    vias 191 \
    fp_util 0.0436 \
    synthToLayoutAreaGrowth_pct 137 \
    power_density_nw_per_um2 375 \
    die-width_um 80 \
    synth_chip_area_um2 149 \
    io_buffers 14 \
    maxCapViolCount 0 \
    synth.area.top_cells "mux2i_1 54%, buf_6 15%, o2bb2ai_1 12%" \
    dr.first_iter.drc_count 1 \
    switching_share 0.404 \
    min_period_over_period 0.986 \
    yosysWarnings 0 \
    antennaDiodeCount 0 \
    ys_top_logic_family "multiplexers" \
    ys_sh_adder 0 \
    tightest_slew_ns 0.176 \
    hp-class "input port to primary output" \
    crit_chain "buf_12 > mux2i_4 > mux2i_1 > buf_2" \
    holdBufCountCts 0 \
    first_global_vias 187 \
    simple_gate_share 0.193 \
    synth_cells 17 \
    gp_congestion 0.742 \
    end_kind "primary output" \
    relSlewSlack 0.880 \
    fmax_ghz 1.01 \
    crit_fanout 8 \
    drt-pass1-iter-count 2 \
    grt_pass1_wl_um 1060 \
    lay_top_cells "10 x buf_2, 6 x mux2i_1, 4 x buf_4" \
    grt_antenna_before_repair 0 \
    final_common_cell "buf_2" \
    rows 21 \
    mux_area_frac 0.538 \
    slowest_delay_ns 0.18 \
    yosysTopAreaCellShare 0.538 \
    grt_max_degree 9 \
    gr-total-overflow 0 \
    synth.distinct_cells 6 \
    ys_cells 17 \
    hold_path_startpoint "shift[1]" \
    nClkBuffers 0 \
    worstPathRequired_ns 0.80 \
    syn_area_per_cell_um2 8.76 \
    setup_viol 0 \
    whs_endpoint "right_shift[3]" \
    flop-count 0 \
    start_kind "input port" \
    p_sw_w 0.0000534 \
    grtUsageTotal 0.0210 \
    pwr-share-clk 0 \
    critPathSlowestCell "mux2i_4" \
    wirelength_um 729 \
    xor_share 0 \
    seq_area_um2 0 \
    setup-tns-final_ns 0 \
    vias_per_cell 2.39 \
    drc 0 \
    p_int_w 0.0000788 \
    worstSetupPathType "input port to primary output" \
    whs_path_depth 3 \
    dieHeight_um 80 \
    ir_worst_vdd_mv 0.121 \
    syn_area_um2 149 \
    rsz0062_at_grt "yes" \
    worstPathArrival_ns 0.79 \
    io_pins 14 \
    wl_per_cell_um 9.11 \
]
## per-stage QoR
step	instance area, um^2	cells	hold WS [ns]	worst slack [ns]	power, W
after floorplan	149	17	0.464	0.218	0.0000465
after global placement	354	79	1.42	-0.898	0.000136
after detailed placement	354	79	1.42	-0.919	0.000138
after CTS	320	79	0.696	-0.0301	0.000117
after global routing	353	80	0.654	-0.0406	0.000145
final	353	80	0.632	0.0138	0.000132
## cell usage after synthesis
| library cell | n |
|---|---|
| mux2i_1 | 8 |
| buf_6 | 2 |
| nor2_1 | 2 |
| nor3b_1 | 2 |
| o2bb2ai_1 | 2 |
| nor2b_1 | 1 |
## cell type report
class              instances  area [um^2]
fillers                  417         3060
multi-input cells         15          159
repair buffers            19          136
well taps                 46         57.6
## metal layers
layer  track usage  wire length (um)  up-vias
met4             0                 0        0
li1              -                 -       97
met5             0                 0        -
met1        0.0317               416       84
met2        0.0289               261       10
met3       0.00795                52        0
## cell families (layout without fill, tap and decap cells)
| logic type | Yosys count | after routing |
|---|---|---|
| buffers and inverters | 2 | 19 |
| and+or+nand+nor | 5 | 5 |
| muxes | 8 | 8 |
| AOI/OAI and AO/OA | 2 | 2 |
## power by group through the flow
| stage | clock network (W) | logic, W | registers (W) |
|---|---|---|---|
| 6_report | 0 | 0.000132 | 0 |
| 5_1_grt | 0 | 0.000145 | 0 |
| 4_1_cts | 0 | 0.000117 | 0 |
## worst max-delay path by stage
| stage | from | endpoint | slack [ns] | depth (start not counted) |
|---|---|---|---|---|
| 4_1_cts | shift[0] | left_shift[0] | -0.03 | 4 |
| 5_1_grt | shift[1] | right_shift[0] | -0.04 | 4 |
| 6_report | shift[1] | right_shift[0] | 0.01 | 4 |
## worst max-delay path: cells and delay by family
kind | cells | cell delay [ns]
mux | 2 | 0.33
buf+inv | 2 | 0.25
## what timing repair did
action	4_1_cts	5_1_grt
setup buffers	0	1
endpoints found under the setup margin	8	5
hold endpoints to repair	0	0
gates resized	55	11
pin swaps	4	2
Power figures rest on the tool's default switching activity, not on a simulated workload.
